### /design/flow/run.sh
#!/bin/bash
# OpenROAD 26Q1-2900-gdf79404cd8, Yosys 0.63+post, stock flow scripts
make -C /OpenROAD-flow-scripts/flow DESIGN_CONFIG=/design/flow/config.mk WORK_HOME=/design/flow/orfs finish
### /design/flow/config.mk
export PLATFORM = sky130hd
export DESIGN_NAME = encoder
export DESIGN_NICKNAME = encoder
export VERILOG_FILES = /design/flow/design.v
export SDC_FILE = /design/flow/constraint.sdc
export NUM_CORES = 4
export LEC_CHECK = 1
export CORE_UTILIZATION = 40
### /design/flow/design.v
`timescale 1ns / 1ps
module encoder
 #(parameter WIDTH = 24)
  (input aclk,
   input aresetn,
   input [WIDTH-1:0] s_axis_tdata,
   input [3:0] s_axis_tuser,
   input s_axis_tvalid,
   output s_axis_tready,
   input s_axis_tlast,
   output reg [2*WIDTH-1:0] m_axis_tdata,
   output reg [3:0] m_axis_tuser,
   output reg m_axis_tvalid,
   input m_axis_tready,
   output reg m_axis_tlast);
  localparam HISTSIZE = 6;
  wire axis_tready_int = m_axis_tready;
  assign s_axis_tready = axis_tready_int;
  wire m_handshake = m_axis_tvalid && axis_tready_int;
  wire s_handshake = s_axis_tvalid && axis_tready_int;
  reg [2*WIDTH-1:0] m_axis_tdata_int;
  wire [WIDTH-1:0] g0;
  wire [WIDTH-1:0] g1;
  wire [2*WIDTH-1:0] hr;
  wire [2*WIDTH-1:0] tfr;
  wire [2*WIDTH-1:0] ttr;
  reg [HISTSIZE-1:0] history = {HISTSIZE{1'b0}};
  wire [WIDTH+HISTSIZE-1:0] operand = {s_axis_tdata, history};
  genvar i;
  generate
    for (i = 0; i < WIDTH; i = i + 1) begin : gen_poly
      assign g0[i] = operand[i+6] ^ operand[i+4] ^ operand[i+3] ^ operand[i+1] ^ operand[i];
      assign g1[i] = g0[i] ^ operand[i+5] ^ operand[i+1];
    end
    for (i = 0; i < 2*WIDTH-1; i = i + 2) begin : gen_half_rate
      assign hr[i]   = g0[i/2];
      assign hr[i+1] = g1[i/2];
    end
    for (i = 0; i < 3*WIDTH/2-2; i = i + 3) begin : gen_two_thirds
      assign ttr[i]   = g0[i/3];
      assign ttr[i+1] = g1[i/3];
      assign ttr[i+2] = g0[i/3+1];
    end
    for (i = 0; i < 4*WIDTH/3-3; i = i + 4) begin : gen_three_fourths
      assign tfr[i]   = g0[i-i/4];
      assign tfr[i+1] = g1[i-i/4];
      assign tfr[i+2] = g0[i-i/4+1];
      assign tfr[i+3] = g1[i-i/4+2];
    end
  endgenerate
  assign ttr[2*WIDTH-1:3*WIDTH/2] = 0;
  assign tfr[2*WIDTH-1:4*WIDTH/3] = 0;
  always @*
    case (s_axis_tuser)
      4'b1111, 4'b0111, 4'b1011, 4'b0011:
        m_axis_tdata_int = tfr;
      4'b0001:
        m_axis_tdata_int = ttr;
      default:
        m_axis_tdata_int = hr;
    endcase
  always @(posedge aclk)
    if (~aresetn) begin
      m_axis_tdata <= {2*WIDTH{1'b0}};
      m_axis_tuser <= 4'h0;
      m_axis_tlast <= 1'b0;
      m_axis_tvalid <= 1'b0;
    end
    else if (s_handshake) begin
      m_axis_tdata <= m_axis_tdata_int;
      m_axis_tuser <= s_axis_tuser;
      m_axis_tlast <= s_axis_tlast;
      m_axis_tvalid <= 1'b1;
    end
    else if (m_handshake)
      m_axis_tvalid <= 1'b0;
  always @(posedge aclk)
    if (~aresetn)
      history <= {HISTSIZE{1'b0}};
    else if (s_handshake)
      history <= s_axis_tdata[WIDTH-1:WIDTH-HISTSIZE];
endmodule
### /design/flow/constraint.sdc
current_design encoder

set clk_period 3.2
set clk_io_pct 0.2

create_clock -name clk0 -period $clk_period [get_ports {aclk}]

set non_clock_inputs [all_inputs -no_clocks]
set_input_delay [expr $clk_period * $clk_io_pct] -clock clk0 $non_clock_inputs
set_output_delay [expr $clk_period * $clk_io_pct] -clock clk0 [all_outputs]
==> impl_metrics.json <==
{
  "cts_root_buffer": "clkbuf_8",
  "hold_viol": 0,
  "clockBufferDepth": 2,
  "crit_path_max_incr_delay_ps": 760,
  "cp_cell_sequence": "clkdlybuf4s50_1 > xnor3_1 > xnor2_1 > o21ai_0 > a221oi_1 > nor2_1",
  "clk_pin_slew_worst_paths_ps": 70,
  "die_x_um": 102,
  "core_sq_um": 9680,
  "syn_area_per_cell_sq_um": 9.44,
  "fmax_mhz": 386,
  "setup_viol": 0,
  "wl_per_cell_um": 17.3,
  "cp_slowest_cell": "clkdlybuf4s50_1",
  "dieHeight_um": 102,
  "viasPerCell": 5.18,
  "finalCriticalPeriod_ps": 2590,
  "vias": 3215,
  "slew-limit-headroom": 0.528,
  "r2r_cells": 5,
  "fp_util": 0.410,
  "layout.cells.non_filler": 621,
  "grt.total_usage": 0.223,
  "status": "completed",
  "p_per_area_nw_per_um2": 456,
  "numSynthFlops": 60,
  "start_kind": "input port",
  "first_pass_iters": 4,
  "ctsHtreeMaxLevel": 3,
  "drive_above_1_share": 0.100,
  "yosysWarningCount": 1,
  "grt_pass1_wl_um": 16800,
  "overflow": 0,
  "ys_seq_share": 0.302,
  "drt_iter0_markers": 155,
  "flop_cell": "dfxtp_1",
  "clock_skew_ps": 8.31,
  "rsz0062_at_grt": "false",
  "crit_required_ps": 3420,
  "worstPathMaxFanout": 8,
  "final_area_sq_um": 5000,
  "cts-buffers-inserted": 9,
  "cts-resized-gates": 0,
  "io-pin-count": 88,
  "edf_count": 0,
  "cts_tree": "built",
  "fin_util": 0.517,
  "grt_max_degree": 61,
  "crit_type": "in -> reg",
  "postSynthCellCount": 421,
  "cp.arrival_ps": 2810,
  "fill_cells": 903,
  "tightest_slew_ps": 705,
  "final_antenna_net_count": 0,
  "place_inst": 605,
  "tool_warnings": 25,
  "gp_congestion": 0.864,
  "hold_buffers": 0,
  "min_period_over_period": 0.809,
  "totalNegativeSetupSlack_ps": 0,
  "holdPathStages": 2,
  "num_antenna_cells": 0,
  "cts.sinks": 60,
  "post-cts-setup-buffer-count": 0,
  "ys_types": 48,
  "antenna_found_initial": 0,
  "lay_top_count": "clkdlybuf4s50_1",
  "routed_wl_um": 10700,
  "top_area_frac": 0.302,
  "synth.area.top_cells": "dfxtp_1 30%, xnor2_1 15%, xor2_1 5.7%",
  "synth_top_cell_by_area": "dfxtp_1",
  "worstHoldPathType": "reg -> reg",
  "rows": 36,
  "final_cell_mix": "87 x clkdlybuf4s50_1, 70 x xnor2_1, 60 x dfxtp_1, 30 x o21ai_0, 30 x nand2_1",
  "dp_hpwl_um": 7800,
  "drt_drc_violations_left": 0,
  "end_kind": "flip-flop",
  "grt_pass1_vias": 3020,
  "p_leak_nw": 1.83,
  "crit_cells": 6,
  "critPathBufInv": 1,
  "portBuffers": 87,
  "drv_cap": 0,
  "die_area_sq_um": 10300,
  "area_delta_synth_final_pct": 25.9,
  "syn-cell-area_sq_um": 3970,
  "mi_logic_area_sq_um": 2510,
  "vdd_drop_max_mv": 0.247,
  "clkLatencyLatePin_ps": 340,
  "yosys.stat.chipArea_sq_um": 3970,
  "critPathTopFamily": "buffers and inverters",
  "async_reset_ff_frac": 0,
  "ys_cells": 421,
  "dpl_cell_area_sq_um": 4820,
  "seqCellArea_sq_um": 1200,
  "slew_viol_final": 0
}
[metrics by stage]
stage,setup WS (ps),hold slack (ps),total power [mW]
floorplan,1170,426,1.36
global placement,365,454,1.63
detailed placement,323,461,1.63
CTS,675,471,2.30
global route,555,494,2.41
finish,611,466,2.28
[kinds of logic after synthesis]
kind of cell | after synthesis | synth area share
XOR/XNOR | 118 | 0.324
AND-OR/OR-AND | 129 | 0.224
flip-flops | 60 | 0.302
AND/OR/NAND/NOR | 68 | 0.0828
buffers and inverters | 46 | 0.0674
[state kept, by name (all words and copies together) (netlist names)]
register	count
history	6
m_axis_tdata	48
m_axis_tlast	1
m_axis_tuser	4
m_axis_tvalid	1
[power breakdown]
part	switching (mW)	leakage [nW]	total (mW)	internal (mW)
sequential	0.0318	0.493	0.832	0.800
combinational	0.389	1.24	0.788	0.399
clock	0.308	0.0931	0.664	0.356
total	0.729	1.83	2.28	1.56
[worst min-delay path, stage by stage (launching register included)]
cell	delay, ps
dfxtp_1	310
nand2_1	40
a21boi_0	60
[final timing paths]
| kind | from | to | slack, ps |
|---|---|---|---|
| max | s_axis_tdata[0] | m_axis_tdata[17] | 610 |
| min | m_axis_tlast | m_axis_tlast | 470 |
| max reg2reg | history[5] | m_axis_tdata[11] | 1470 |
| min reg2reg | m_axis_tlast | m_axis_tlast | 470 |
[synth_stat cells, drive strengths merged (2+ instances only)]
cell type  number
xnor2          78
dfxtp          60
o21ai          32
nand2          31
xor2           28
clkbuf         27
a21oi          24
buf            18
nor2           17
a21boi         14
a22oi          12
o221a          12
o22ai          11
nor2b          10
xnor3          10
a221oi          5
and2            5
o22a            5
a211oi          2
o221ai          2
o2bb2ai         2
xor3            2
[per-layer routing]
layer,GRT usage,vias to the layer above,wire [um]
li1,-,1589,-
met1,0.355,1497,5250
met2,0.332,117,4670
met3,0.0357,12,623
met4,0.0346,0,180
met5,0,-,0
[area by class of cell]
class / count / area share
multi-input cells: 315 / 0.501
repair buffers: 97 / 0.189
clock inverters: 5 / 0.0105
clock buffers: 11 / 0.0263
well taps: 133 / 0.0333
flip-flops and latches: 60 / 0.240
Power and IR drop assume default switching activity.
