`constraint.sdc`:
```
current_design scrambler

set clk_period 3.7
set clk_io_pct 0.2

create_clock -name clk0 -period $clk_period [get_ports {aclk}]

set non_clock_inputs [all_inputs -no_clocks]
set_input_delay [expr $clk_period * $clk_io_pct] -clock clk0 $non_clock_inputs
set_output_delay [expr $clk_period * $clk_io_pct] -clock clk0 [all_outputs]
```
`config.mk`:
```
export PLATFORM = sky130hd
export DESIGN_NAME = scrambler
export DESIGN_NICKNAME = scrambler
export VERILOG_FILES = /design/flow/design.v
export SDC_FILE = /design/flow/constraint.sdc
export NUM_CORES = 4
export LEC_CHECK = 1
export CORE_UTILIZATION = 50
```
`design.v`:
```
`timescale 1ns / 1ps
module scrambler
 #(parameter WIDTH = 32,
   parameter SEED = 7'b1111111)
  (input aclk,
   input aresetn,
   input [WIDTH-1:0] s_axis_tdata,
   input [3:0] s_axis_tuser,
   input s_axis_tvalid,
   output s_axis_tready,
   input s_axis_tlast,
   output reg [WIDTH-1:0] m_axis_tdata,
   output reg [3:0] m_axis_tuser,
   output reg m_axis_tvalid,
   input m_axis_tready,
   output reg m_axis_tlast);
  localparam TAIL_MASK = {{7{1'b0}}, {(WIDTH-7){1'b1}}};
  wire axis_tready_int = m_axis_tready;
  assign s_axis_tready = axis_tready_int;
  wire m_handshake = m_axis_tvalid && axis_tready_int;
  wire s_handshake = s_axis_tvalid && axis_tready_int;
  reg [6:0] lfsr = SEED;
  wire [WIDTH-1:0] fb;
  genvar i;
  generate
    for (i = 0; i < WIDTH; i = i + 1) begin : gen_feedback
      if (i < 4)
        assign fb[i] = lfsr[i+3] ^ lfsr[i];
      else if (i < 7)
        assign fb[i] = lfsr[i] ^ fb[i-4];
      else
        assign fb[i] = fb[i-7] ^ fb[i-4];
    end
  endgenerate
  always @(posedge aclk)
    if (~aresetn) begin
      m_axis_tdata <= {WIDTH{1'b0}};
      m_axis_tuser <= 4'h0;
      m_axis_tlast <= 1'b0;
      m_axis_tvalid <= 1'b0;
    end
    else if (s_handshake) begin
      if (s_axis_tlast)
        m_axis_tdata <= (s_axis_tdata ^ fb) & TAIL_MASK;
      else
        m_axis_tdata <= s_axis_tdata ^ fb;
      m_axis_tuser <= s_axis_tuser;
      m_axis_tlast <= s_axis_tlast;
      m_axis_tvalid <= 1'b1;
    end
    else if (m_handshake)
      m_axis_tvalid <= 1'b0;
  always @(posedge aclk)
    if (~aresetn)
      lfsr <= SEED;
    else if (s_handshake)
      lfsr <= fb[WIDTH-1:WIDTH-7];
endmodule
```
`run.sh`:
```
#!/bin/bash
# OpenROAD 26Q1-2900-gdf79404cd8, Yosys 0.63+post, stock flow scripts
make -C /OpenROAD-flow-scripts/flow DESIGN_CONFIG=/design/flow/config.mk WORK_HOME=/design/flow/orfs finish
```
==> impl_metrics.ini <==
; flow metrics
[layout]
instances_no_fill = 370
areaGrowthSynthToFinish_pct = 35.88
layout-drive-gt1-share_pct = 4.088

[logic_synthesis]
ys.flops = 45
ys_seq_share_pct = 37.87
synth_cell_types = 26
avgSynthCellArea_um2 = 9.514
syn-cell-area_um2 = 2379
synth.largest_area_cell = dfxtp_1
yosysWarnings = 1
ys_area_um2 = 2379
netlist_instances = 250
yosys-top-cells-area = dfxtp_1 (38%), xnor2_1 (14%), xnor3_1 (7.6%)
yosysTopAreaCellShare_pct = 37.87
ys_cells = 250

[routing]
wl_per_cell_um = 13.67
vias_per_cell = 5.027
vias = 1860
postRouteAntennaNets = 0
drc = 0
antenna_cells = 0
drt_wl_total_um = 5059
drtIter0Drc = 55
firstDrtPassIters = 12

[job]
warning_count = 26
maxCapViolCount = 0

[cts]
path_clk_slew_ns = 0.08
clk_latency_ns = 0.29
clock_path_buffers = 2
cts_hold_buf = 0
root_buffer = clkbuf_8
cts_setup_buffers = 0
clock-sinks = 45
post_cts_resized = 0
tritoncts = built
htree_levels = 2
cts-buffers-inserted = 5

[worst_setup_path]
cp_slowest_stage_delay_ns = 0.50
timing.rr.start = lfsr[0]
cp-start-kind = input pin
crit_type = input pin to output port
arrival_ns = 1.71
cp_common_cell = clkdlybuf4s50_1
critical_path_buf_inv_count = 2
worstSetupEndpointType = output port
ff2ff_path_depth = 4
crit_chain = clkdlybuf4s50_1 > clkdlybuf4s50_1
rrSetupSlack_ns = 1.87
cp.required_ns = 2.96
r2r_end = lfsr[6]
critical_path.top_delay_family = buffers and inverters
cp_max_fo = 4
crit_slowest_cell = clkdlybuf4s50_1

[sta]
worst_pin_slew_ns = 0.8234
relSlewSlack_pct = 44.97
post-route-period-util_pct = 66.29
final_max_slew_viol_count = 0
hold_viol = 0
rsz0062_at_grt = false
setup_slack_ns = 1.247
hold_slack_ns = 0.4482
skew_ns = 0.003331
layout_min_cycle_time_ns = 2.453
fin_tns_setup_ns = 0
clock.fmax_ghz = 0.4077
setup_violations = 0

[die]
die_w_um = 70.97
rows = 24
io_pins = 80
fp_util_pct = 53.16
chipArea_um2 = 5037
die_h_um = 70.97
fp.coreArea_um2 = 4474

[global_route]
met2_usage_pct = 35.26
grt_use_met1_pct = 34.52
grt_util_met3_pct = 3.179
antenna_found_initial = 0
grt_max_degree = 42
grt_pass1_wl_um = 8487
grt-ovfl-total = 0
busiest_layer = met2
grt_pass1_vias = 1747
track_usage_pct = 22.01

[power_and_ir_drop]
vdd_ir_drop_max_mv = 0.2884
p_leak_nw = 1.262
p_per_area_nw_per_um2 = 395.4

[hold_path]
hold_depth = 2
min_to = m_axis_tdata[18]
hp-start = m_axis_tdata[18]
hp-class = flip-flop to flip-flop

[place]
gp_congestion = 0.7814
io_buffer_count = 79
dp_cells = 363
dp_hpwl_um = 3434
detailedPlace.worstSlack_ns = 1.068

[status]
status = finished, final reports clean
layout by cell type (no fill, tap or decap):
master and count:
or4_1 1, xnor2_1 38, xnor3_1 8, clkinv_1 1, a211oi_1 11, xor3_1 2, xor2_1 15, nand2_1 41
o211ai_1 4, nand3_1 5, o21a_1 1, xnor2_2 1, dfxtp_1 45, o21ai_0 4, or3_1 2, xnor2_4 3
clkdlybuf4s50_1 79, clkbuf_1 1, and2_1 3, nand4_1 1, nand2b_1 1, a22oi_1 6, nor2_1 19, clkbuf_8 6
a21oi_1 17, buf_4 3
worst max path at each step:
stage,startpoint,to,slack (ns),depth (start not counted)
CTS,m_axis_tready,s_axis_tready,1.24,2
global route,m_axis_tready,s_axis_tready,1.22,2
finish,m_axis_tready,s_axis_tready,1.25,2
flip-flops by register name, indices dropped and copies added, names as in the netlist:
name           cells
m_axis_tdata      32
lfsr               7
m_axis_tuser       4
m_axis_tlast       1
m_axis_tvalid      1
kinds of logic (layout without fill, tap and decap cells):
logic type / after synthesis / count (layout) / share of synthesized area (%)
buffers and inverters: 22 / 90 / 4.840
DFF: 45 / 45 / 37.87
AOI/OAI and AO/OA: 43 / 43 / 11.36
and+or+nand+nor: 73 / 73 / 12.68
xor gates and xnor gates: 67 / 67 / 33.25
area by class of cell:
cell class	instances	area [µm²]
multi-input cells	183	1363
fillers	353	1242
flip-flops and latches	45	900.9
repair buffers	82	813.3
clock buffers	7	86.33
well taps	52	65.06
inverters	1	3.754
synth_stat cells (all sizes together):
cell type  count
or4            1
nand2         41
o21ai          4
xnor2         42
dfxtp         45
buf            8
nor2          19
or3            2
clkbuf        13
a22oi          6
and2           3
nand3          5
o211ai         4
nand2b         1
xnor3          8
a211oi        11
xor3           2
a21oi         17
clkinv         1
xor2          15
o21a           1
nand4          1
worst min-delay path, cell delays in order (launching register included):
cell and delay [ns]:
dfxtp_1 0.31, nand2_1 0.05, a21oi_1 0.05
per-layer routing:
metal | part of all wire (%) | vias up | routed length (µm)
met1 | 47 | 841 | 2377
met5 | 0 | - | 0
met4 | 1.2 | 0 | 59
met2 | 47 | 55 | 2373
li1 | - | 957 | -
met3 | 4.9 | 7 | 249
through the flow:
| step | total power [mW] | utilization [%] | cell area, µm² |
|---|---|---|---|
| final | 1.278 | 72.23 | 3232 |
| after global routing | 1.353 | 72.23 | 3232 |
| after CTS | 1.293 | 72.23 | 3232 |
| after detailed placement | 0.9872 | 70.30 | 3146 |
| after global placement | 0.9815 | 70.30 | 3146 |
| after floorplan | 0.8460 | - | 2379 |
where the power goes:
group / switching [mW] / leakage, nW / internal, mW
clock: 0.154 / 0.0443 / 0.148
sequential: 0.0441 / 0.369 / 0.523
combinational: 0.152 / 0.848 / 0.256
total: 0.351 / 1.26 / 0.927
Power is estimated from default activity; no workload was simulated.
