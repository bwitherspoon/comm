**flow/run.sh**
```bash
#!/bin/bash
# OpenROAD 26Q1-2900-gdf79404cd8, Yosys 0.63+post, stock flow scripts
make -C /OpenROAD-flow-scripts/flow DESIGN_CONFIG=/design/flow/config.mk WORK_HOME=/design/flow/orfs finish
```
**flow/config.mk**
```make
export PLATFORM = sky130hd
export DESIGN_NAME = fifo
export DESIGN_NICKNAME = fifo
export VERILOG_FILES = /design/flow/design.v
export SDC_FILE = /design/flow/constraint.sdc
export NUM_CORES = 4
export LEC_CHECK = 1
export CORE_UTILIZATION = 40
```
**flow/constraint.sdc**
```tcl
current_design fifo

set clk_period 86.3
set clk_io_pct 0.2

create_clock -name clk0 -period $clk_period [get_ports {aclk}]

set non_clock_inputs [all_inputs -no_clocks]
set_input_delay [expr $clk_period * $clk_io_pct] -clock clk0 $non_clock_inputs
set_output_delay [expr $clk_period * $clk_io_pct] -clock clk0 [all_outputs]
```
**flow/design.v**
```verilog
`timescale 1ns / 1ps
module fifo
  #(parameter WIDTH = 32,
    parameter DEPTH = 5)
   (input aclk,
    input aresetn,
    input [WIDTH-1:0] s_axis_tdata,
    input s_axis_tvalid,
    output s_axis_tready,
    output [WIDTH-1:0] m_axis_tdata,
    output m_axis_tvalid,
    input m_axis_tready);
    localparam FULL = 2'b11;
    localparam READY = 2'b01;
    localparam EMPTY = 2'b00;
    reg [1:0] state = EMPTY;
    wire s_handshake = s_axis_tvalid & s_axis_tready;
    wire m_handshake = m_axis_tvalid & m_axis_tready;
    assign s_axis_tready = state != FULL;
    assign m_axis_tvalid = state != EMPTY;
    reg [DEPTH-1:0] addr;
    reg [2**DEPTH-1:0] dsr [WIDTH-1:0];
    integer i;
    initial
        for (i = 0; i < WIDTH; i = i + 1)
            dsr[i] = {2**DEPTH{1'b0}};
    genvar j;
    for (j = 0; j < WIDTH; j = j + 1) begin : gen_dsr
        always @(posedge aclk)
            if (s_handshake)
                dsr[j] <= {dsr[j][2**DEPTH-2:0], s_axis_tdata[j]};
        assign m_axis_tdata[j] = dsr[j][addr];
    end
    always @(posedge aclk)
        if (~aresetn) begin
            addr <= 0;
            state <= EMPTY;
        end else
            case (state)
                EMPTY :
                    if (s_handshake)
                        state <= READY;
                READY :
                    if (m_handshake & ~s_handshake)
                        if (addr == 0)
                            state <= EMPTY;
                        else
                            addr <= addr - 1;
                    else if (s_handshake & ~m_handshake) begin
                        if (addr == 2**DEPTH - 2)
                            state <= FULL;
                        addr <= addr + 1;
                    end
                FULL :
                    if (m_handshake) begin
                        state <= READY;
                        addr <= addr - 1;
                    end
            endcase
endmodule
```
==> impl_metrics.py <==
# Metrics from the implementation run
metrics = {
    "status": {
        "status": "complete, no violations",
    },
    "routing": {
        "wl_met3_um": 9350,
        "route.met2.wl_um": 32300,
        "drcViolationCount": 0,
        "wl_um": 72400,
        "ant_nets": 0,
        "vias_per_cell": 5.53,
        "first_iter_violations": 1353,
        "wl_per_cell_um": 22.6,
        "vias": 17761,
        "wl_met1_um": 29700,
        "top_layer_used": "met4",
        "dr.pass1.iters": 16,
        "antenna_cells": 0,
    },
    "clocking": {
        "cts_setup_buffers": 0,
        "clk_pin_slew_ns": 0.06,
        "cts_buffers": 100,
        "clkLatencyLatePin_ns": 0.65,
        "cts_tree": "done",
        "cts.sinks": 1031,
        "cts.repair.resized": 0,
        "holdBufCountCts": 0,
        "clock_path_buffers": 3,
        "clock-root-buffer": "clkbuf_16",
        "htree_num_levels": 3,
    },
    "final_timing": {
        "timing_hold_violations_final": 0,
        "finalCriticalPeriod_ns": 23.30,
        "setup-tns-final_ns": 0,
        "rsz0062_at_grt": "no",
        "slew_violations": 0,
        "fin_hold_ws_ns": 0.428,
        "tightest_slew_ns": 0.965,
        "setup_viol": 0,
        "clock_skew_ns": 0.0215,
        "fmax_mhz": 42.9,
        "fin_crit_sh_pct": 27.0,
        "relSlewSlack_pct": 34.0,
    },
    "synth": {
        "ys_seq_share_pct": 78.8,
        "ys_warn_count": 2,
        "yosysChipArea_um2": 39200,
        "synth-edff-count": 1024,
        "syn_inst": 1749,
        "synth_flops": 1031,
        "mappedNetlistArea_um2": 39200,
        "ys_cells": 1749,
        "syn_avg_cell_area_um2": 22.4,
        "synthArstFlopShare_pct": 0,
        "ff_type": "edfxtp_1",
        "synth_cell_types": 46,
    },
    "power_and_ir_drop": {
        "ir_drop_mv": 0.0121,
        "cellLeakagePower_nw": 14.0,
        "p_per_area_nw_per_um2": 24.1,
        "finalPower_mw": 1.07,
    },
    "critical_path": {
        "crit_type": "reg2out",
        "startpoint_type": "register",
        "slowest_delay_ns": 0.79,
        "crit_path_end_kind": "output port",
        "path_max_fanout": 39,
        "cp_cell_sequence": "buf_4 > buf_4 > buf_4 > buf_4 > mux4_2 > a22o_1 > a2111oi_0 > a21oi_1 > clkdlybuf4s50_1",
        "crit_path_frequent_cell": "buf_4",
        "cp.required_ns": 69.04,
        "arrival_ns": 6.04,
        "cpMaxStageDelayCell": "dfxtp_4",
    },
    "floorplan": {
        "dieArea_um2": 99300,
        "fp-utilization_pct": 40.5,
        "row_count": 114,
        "coreArea_um2": 96900,
        "die_x_um": 315,
        "num_io_pins": 70,
        "die-height_um": 315,
    },
    "place": {
        "placed_cells": 3032,
        "dpl.hpwl_um": 39400,
        "numPortBuffers": 69,
        "gp_congestion": 0.797,
    },
    "grt": {
        "grt-ovfl-total": 0,
        "grt_pass1_vias": 19761,
        "grt_max_degree": 160,
        "grt_pass1_wl_um": 114000,
        "antenna_found_initial": 0,
        "track_usage_pct": 16.3,
    },
    "run": {
        "max_cap_violations": 0,
        "openroad.warnings": 36,
    },
    "cells_and_area": {
        "drive_above_1_share_pct": 20.1,
        "area_growth_pct": 13.4,
        "utilization_pct": 45.9,
        "instances_no_fill": 3210,
    },
    "worst_hold_path": {
        "min_path_type": "reg2reg",
    },
}
## layout by cell type, fill, tap and decap left out, drive strengths merged, types with 2 or more instances in the layout
cell	count
edfxtp	1024
mux4	192
mux2i	132
clkbuf	125
clkdlybuf4s50	69
a21oi	61
clkinv	43
buf	42
a22oi	39
o221ai	32
o22ai	31
a22o	28
a2111oi	28
inv	9
nand2	7
bufinv	7
dfxtp	7
a211oi	5
nand2b	5
nor2	5
ha	4
nand3	4
nor4	3
nand3b	3
and2	3
nor2b	3
a221oi	3
or2	2
nand4	2
o31ai	2
o211ai	2
## stage by stage
step | area, um2 | setup slack, ns
after floorplan | 39200 | 47.88
after global placement | 41400 | 63.53
after detailed placement | 41400 | 63.49
after CTS | 44500 | 62.72
after global routing | 44500 | 62.41
final | 44500 | 63.00
## layer usage
metal  vias up  GRT usage, %
met5         -         0.242
met4         0          2.50
met3        79          10.1
met2       827          22.0
met1      9128          25.4
li1       7727             -
## cells by family (layout without fill, tap and decap cells)
kind of cell | count (synthesis) | count (layout) | synth area share, %
buffers and inverters | 110 | 295 | 1.54
xor gates and xnor gates | 1 | 1 | 0.0223
and+or+nand+nor | 41 | 41 | 0.600
adders and majority gates | 4 | 4 | 0.128
DFF | 1031 | 1031 | 78.8
muxes | 325 | 325 | 14.4
AOI/OAI and AO/OA | 237 | 237 | 4.54
## worst paths after layout
path | start | to | slack, ns | cells after the start
max | addr[0]$_SDFFE_PN0P_ | m_axis_tdata[18] | 63.00 | 9
min | dsr[14][6]$_DFFE_PP_ | dsr[14][7]$_DFFE_PP_ | 0.43 | 0
max reg2reg | state[1]$_SDFFE_PN0P_ | dsr[21][6]$_DFFE_PP_ | 81.59 | 7
min reg2reg | dsr[14][6]$_DFFE_PP_ | dsr[14][7]$_DFFE_PP_ | 0.43 | 0
## cells in the mapped netlist, types with 5 or more instances
cell type / number / area [um2]
nor2_1: 5 / 18.8
buf_2: 23 / 115
a2111oi_2: 11 / 165
o221ai_1: 32 / 280
a21oi_1: 61 / 305
o22ai_1: 31 / 194
a2111oi_0: 17 / 149
inv_1: 6 / 22.5
clkbuf_1: 54 / 203
nand2_1: 7 / 26.3
a211oi_1: 5 / 37.5
edfxtp_1: 1024 / 30700
mux4_2: 192 / 4320
a22o_1: 28 / 245
a22oi_1: 39 / 293
nand2b_1: 5 / 31.3
buf_4: 11 / 82.6
mux2i_1: 132 / 1320
dfxtp_1: 7 / 140
buf_6: 13 / 146
## final cells by class
class,count,area [um2]
tap,1276,1600
multi-input combinational,608,7760
timing repair buffer,111,1070
fill,7701,52400
clock buffer,125,2680
inverter,6,30.0
clock inverter,53,443
sequential,1031,30900
## state kept, by name, summed over array words and instances (netlist names)
register / flops
addr: 5
dsr: 1024
state: 2
## critical path, delay by kind of cell (launching register included)
| family | cells | cell delay (ns) |
|---|---|---|
| flip-flops | 1 | 0.79 |
| multiplexers | 1 | 0.55 |
| buffers and inverters | 5 | 3.08 |
| AND-OR/OR-AND | 3 | 0.84 |
## power by group
group	switching, mW	leakage [nW]	internal, mW	total [mW]
clock network	0.181	1.53	0.240	0.421
registers	0.0140	10.1	0.583	0.597
logic	0.0270	2.39	0.0263	0.0533
Power and IR drop assume default switching activity.
